$ cat run.sh
#!/bin/bash
# OpenROAD 26Q1-2900-gdf79404cd8, Yosys 0.63+post, stock flow scripts
make -C /OpenROAD-flow-scripts/flow DESIGN_CONFIG=/design/flow/config.mk WORK_HOME=/design/flow/orfs finish
$ cat config.mk
export PLATFORM = sky130hd
export DESIGN_NAME = float_adder_pipelined
export DESIGN_NICKNAME = float_adder_pipelined
export VERILOG_FILES = /design/flow/design.v
export SDC_FILE = /design/flow/constraint.sdc
export NUM_CORES = 4
export LEC_CHECK = 1
export CORE_UTILIZATION = 40
$ cat constraint.sdc
current_design float_adder_pipelined

set clk_period 1.0
set clk_io_pct 0.2

create_clock -name clk0 -period $clk_period [get_ports {clk}]

set non_clock_inputs [all_inputs -no_clocks]
set_input_delay [expr $clk_period * $clk_io_pct] -clock clk0 $non_clock_inputs
set_output_delay [expr $clk_period * $clk_io_pct] -clock clk0 [all_outputs]
$ cat design.v
module float_adder_pipelined #(
  parameter BIAS = 5'd15
)(
  input  wire        clk,
  input  wire        rstn,
  input  wire        valid_in,
  input  wire [15:0] num1,
  input  wire [15:0] num2,
  output reg         valid_out,
  output reg  [15:0] result,
  output reg         overflow,
  output reg         zero,
  output reg         NaN,
  output reg         precisionLost
);
  wire s1, s2;
  wire [4:0] e1_raw, e2_raw;
  wire [9:0] f1, f2;
  assign {s1, e1_raw, f1} = num1;
  assign {s2, e2_raw, f2} = num2;
  wire n1_is_inf = (&e1_raw) & ~|f1;
  wire n2_is_inf = (&e2_raw) & ~|f2;
  wire n1_is_nan = (&e1_raw) &  |f1;
  wire n2_is_nan = (&e2_raw) &  |f2;
  wire any_nan   = n1_is_nan | n2_is_nan;
  wire any_inf   = n1_is_inf | n2_is_inf;
  wire n1_is_zero = ~|e1_raw & ~|f1;
  wire n2_is_zero = ~|e2_raw & ~|f2;
  wire h1 = |e1_raw;
  wire h2 = |e2_raw;
  wire  e1_gt_e2 = (e1_raw > e2_raw);
  wire  e1_eq_e2 = (e1_raw == e2_raw);
  wire  f1_ge_f2 = (f1 >= f2);
  wire  pick1_as_big = e1_gt_e2 | (e1_eq_e2 & f1_ge_f2);
  wire        big_s   = pick1_as_big ? s1     : s2;
  wire [4:0]  big_e   = pick1_as_big ? e1_raw : e2_raw;
  wire [9:0]  big_f   = pick1_as_big ? f1     : f2;
  wire        big_h   = pick1_as_big ? h1     : h2;
  wire        sml_s   = pick1_as_big ? s2     : s1;
  wire [4:0]  sml_e   = pick1_as_big ? e2_raw : e1_raw;
  wire [9:0]  sml_f   = pick1_as_big ? f2     : f1;
  wire        sml_h   = pick1_as_big ? h2     : h1;
  wire [4:0] big_ex = big_e + {4'd0, ~|big_e};
  wire [4:0] sml_ex = sml_e + {4'd0, ~|sml_e};
  wire [4:0] ex_diff = big_ex - sml_ex;
  wire [10:0] big_float = {big_h, big_f};
  wire [10:0] small_float = {sml_h, sml_f};
  wire sameSign = (big_s == sml_s);
  wire [10:0] sign_small_float = sameSign ? small_float : (~small_float + 1);
  reg [10:0] shifted_small_float;
  reg [9:0] small_extension;
  always @* begin
    case (ex_diff[4:0])
      5'd0:  begin shifted_small_float = sign_small_float; small_extension = 10'd0; end
      5'd1:  begin shifted_small_float = {1'b0, sign_small_float[10:1]}; small_extension = {sign_small_float[0], 9'd0}; end
      5'd2:  begin shifted_small_float = {2'b0, sign_small_float[10:2]}; small_extension = sign_small_float[1:0]; end
      5'd3:  begin shifted_small_float = {3'b0, sign_small_float[10:3]}; small_extension = sign_small_float[2:0]; end
      5'd4:  begin shifted_small_float = {4'b0, sign_small_float[10:4]}; small_extension = sign_small_float[3:0]; end
      5'd5:  begin shifted_small_float = {5'b0, sign_small_float[10:5]}; small_extension = sign_small_float[4:0]; end
      5'd6:  begin shifted_small_float = {6'b0, sign_small_float[10:6]}; small_extension = sign_small_float[5:0]; end
      5'd7:  begin shifted_small_float = {7'b0, sign_small_float[10:7]}; small_extension = sign_small_float[6:0]; end
      5'd8:  begin shifted_small_float = {8'b0, sign_small_float[10:8]}; small_extension = sign_small_float[7:0]; end
      5'd9:  begin shifted_small_float = {9'b0, sign_small_float[10:9]}; small_extension = sign_small_float[8:0]; end
      5'd10: begin shifted_small_float = {10'b0, sign_small_float[10]}; small_extension = sign_small_float[9:0]; end
      default: begin shifted_small_float = 11'd0; small_extension = sign_small_float[9:0]; end
    endcase
  end
  wire sum_carry;
  wire [10:0] sum;
  assign {sum_carry, sum} = big_float + shifted_small_float;
  wire zeroSmall = ~(|sml_ex | |sml_f);
  reg [3:0] shift_am;
  always @* begin
    casex(sum)
      11'b1xxxxxxxxxx: shift_am = 4'd0;
      11'b01xxxxxxxxx: shift_am = 4'd1;
      11'b001xxxxxxxx: shift_am = 4'd2;
      11'b0001xxxxxxx: shift_am = 4'd3;
      11'b00001xxxxxx: shift_am = 4'd4;
      11'b000001xxxxx: shift_am = 4'd5;
      11'b0000001xxxx: shift_am = 4'd6;
      11'b00000001xxx: shift_am = 4'd7;
      11'b000000001xx: shift_am = 4'd8;
      11'b0000000001x: shift_am = 4'd9;
      default: shift_am = 4'd10;
    endcase
  end
  reg [9:0] sum_shifted;
  reg [9:0] sum_extension;
  always @* begin
    case (shift_am)
      4'd0: sum_shifted =  sum[9:0];
      4'd1: sum_shifted = {sum[8:0], sum_extension[9]};
      4'd2: sum_shifted = {sum[7:0], sum_extension[9:8]};
      4'd3: sum_shifted = {sum[6:0], sum_extension[9:7]};
      4'd4: sum_shifted = {sum[5:0], sum_extension[9:6]};
      4'd5: sum_shifted = {sum[4:0], sum_extension[9:5]};
      4'd6: sum_shifted = {sum[3:0], sum_extension[9:4]};
      4'd7: sum_shifted = {sum[2:0], sum_extension[9:3]};
      4'd8: sum_shifted = {sum[1:0], sum_extension[9:2]};
      4'd9: sum_shifted = {sum[0],  sum_extension[9:1]};
      default: sum_shifted = sum_extension;
    endcase
    case (shift_am)
      4'd0: sum_extension = small_extension;
      4'd1: sum_extension = small_extension[8:0];
      4'd2: sum_extension = small_extension[7:0];
      4'd3: sum_extension = small_extension[6:0];
      4'd4: sum_extension = small_extension[5:0];
      4'd5: sum_extension = small_extension[4:0];
      4'd6: sum_extension = small_extension[3:0];
      4'd7: sum_extension = small_extension[2:0];
      4'd8: sum_extension = small_extension[1:0];
      4'd9: sum_extension = small_extension[0];
      default: sum_extension = 10'd0;
    endcase
  end
  wire neg_exp = (big_ex < shift_am);
  wire [4:0] res_exp_same_s = big_ex + {4'd0, (~zeroSmall & sum_carry & sameSign)} - {4'd0,({1'b0,sum[9:0]} == sum)};
  wire [4:0] res_exp_diff_s = (neg_exp | (shift_am == 4'd10)) ? 5'd0 : (~shift_am + big_ex + 5'd1);
  wire [4:0] res_exp = sameSign ? res_exp_same_s : res_exp_diff_s;
  wire [9:0] res_frac = zeroSmall ? big_f : ((sameSign) ? ((sum_carry) ? sum[10:1] : sum[9:0]) : ((neg_exp) ? 10'd0 : sum_shifted));
  wire res_zero = (num1[14:0] == num2[14:0]) & (~num1[15] == num2[15]);
  wire res_overflow = ((&big_ex[4:1] & ~big_ex[0]) & sum_carry & sameSign) | any_inf;
  wire res_nan = any_nan | (n1_is_inf & n2_is_inf & (s1 ^ s2));
  reg res_precisionLost;
  always @* begin
    case (shift_am)
      4'd0: res_precisionLost = |sum_extension;
      4'd1: res_precisionLost = |sum_extension[8:0];
      4'd2: res_precisionLost = |sum_extension[7:0];
      4'd3: res_precisionLost = |sum_extension[6:0];
      4'd4: res_precisionLost = |sum_extension[5:0];
      4'd5: res_precisionLost = |sum_extension[4:0];
      4'd6: res_precisionLost = |sum_extension[3:0];
      4'd7: res_precisionLost = |sum_extension[2:0];
      4'd8: res_precisionLost = |sum_extension[1:0];
      4'd9: res_precisionLost = sum_extension[0];
      default: res_precisionLost = 1'b0;
    endcase
  end
  reg [15:0] result_r;
  reg        overflow_r, zero_r, nan_r, precisionLost_r;
  reg        valid_r1;
  always @(posedge clk or negedge rstn) begin
    if (!rstn) begin
      result_r        <= 16'd0;
      overflow_r      <= 1'b0;
      zero_r          <= 1'b0;
      nan_r           <= 1'b0;
      precisionLost_r <= 1'b0;
      valid_r1        <= 1'b0;
    end else begin
      result_r        <= {big_s, res_exp, res_frac} | {16{res_overflow}};
      overflow_r      <= res_overflow;
      zero_r          <= res_zero;
      nan_r           <= res_nan;
      precisionLost_r <= res_precisionLost;
      valid_r1        <= valid_in;
    end
  end
  always @(posedge clk or negedge rstn) begin
    if (!rstn) begin
      valid_out     <= 1'b0;
      result        <= 16'd0;
      overflow      <= 1'b0;
      zero          <= 1'b0;
      NaN           <= 1'b0;
      precisionLost <= 1'b0;
    end else begin
      valid_out     <= valid_r1;
      result        <= result_r;
      overflow      <= overflow_r;
      zero          <= zero_r;
      NaN           <= nan_r;
      precisionLost <= precisionLost_r;
    end
  end
endmodule
==> impl_metrics.json <==
{
  "vias_per_cell": 5.53,
  "drt-total-wl_mm": 21.9,
  "vias": 6754,
  "ant_nets": 0,
  "finClkSkew_ns": 0.00733,
  "synth-edff-count": 0,
  "dieHeight_um": 116,
  "critPathArrivalTime_ns": 7.97,
  "finalHoldViolCount": 0,
  "ios": 56,
  "grt_pass1_wl_mm": 32.7,
  "max_freq_mhz": 128,
  "violations": "negative setup slack",
  "lay_top_cells": "buf_4, nor2_1, nand2_1",
  "r2r_slack_ns": 0.51,
  "area_growth_pct": 79.9,
  "log.warning_count": 29,
  "ir_drop_v": 0.00205,
  "grt_max_degree": 40,
  "cp_common_cell": "ha_4",
  "ys.warnings.count": 1,
  "m1WireLength_mm": 10.4,
  "grt_util_all_layers_pct": 31.5,
  "syn_area_um2": 5240,
  "fp.dieW_um": 116,
  "wl_met2_mm": 9.42,
  "syn_area_per_cell_um2": 7.70,
  "startpoint_type": "primary input",
  "synthDistinctLibCells": 75,
  "met3_length_mm": 1.77,
  "hold_depth": 0,
  "setup_viol": 20,
  "cts_root_buffer": "clkbuf_16",
  "drv_slew": 0,
  "layout_top_cell": "buf_4",
  "clk_path_buf_depth": 2,
  "period_used_pct": 780,
  "ys_area_um2": 5240,
  "required_ns": 1.16,
  "rows": 41,
  "ys_ff": 42,
  "finalCriticalPeriod_ns": 7.80,
  "drive_gt1_share_pct": 51.5,
  "netlist_instances": 681,
  "overflow": 0,
  "coreArea_um2": 12700,
  "fp_util_pct": 41.2,
  "slowest_stage": "or3_4",
  "setup-tns-final_ns": -118.62,
  "run_status": "complete, but fails checks",
  "port_buffers": 55,
  "criticalPathCategory": "in2reg",
  "clk_latency_ns": 0.29,
  "clock_sinks": 42,
  "antenna_found_initial": 0,
  "cp_top_family": "simple AND/OR/NAND/NOR gates",
  "r2r_start": "zero_r$_DFF_PN0_",
  "dieArea_um2": 13600,
  "end_kind": "register",
  "cts_tree": "yes",
  "powerDensity_nw_per_um2": 2530,
  "p_leak_nw": 4.43,
  "initialDrtViolationCount": 399,
  "tightest_slew_ns": 0.526,
  "first_pass_iters": 5,
  "hp-class": "reg2reg",
  "drv_cap": 0,
  "rsz0062_at_grt": "yes",
  "dp_hpwl_mm": 15.3,
  "gp_congestion": 0.984,
  "path_buffers": 9,
  "htree_levels": 2,
  "wl_per_cell_um": 18.0,
  "min_from": "result_r[1]$_DFF_PN0_",
  "crit_fanout": 5,
  "grt_pass1_vias": 6318,
  "ys_seq_share_pct": 20.0,
  "slowest_delay_ns": 0.42,
  "drt_drc_violations_left": 0,
  "r2r-end": "zero$_DFF_PN0_",
  "async_flop_share_pct": 100,
  "fillCellCount": 889,
  "routed.top_layer": "met4",
  "whs_endpoint": "result[1]$_DFF_PN0_",
  "ys.flop_type": "dfrtp_1",
  "maxSlewHeadroom_pct": 64.5,
  "fin_ws_ns": -6.80,
  "post-route-util_pct": 74.1,
  "reg2reg_depth": 0,
  "cts_buffers": 5,
  "antennaDiodeCount": 0,
  "yosysCellCount": 681,
  "path_clk_slew_ns": 0.06
}
==> cell type report <==
class / instances / area [um2] / area share [%]
Timing Repair Buffer: 389 / 3130 / 33.2
Clock buffer: 6 / 129 / 1.37
Inverter: 42 / 178 / 1.88
Multi-Input combinational cell: 568 / 4710 / 50.0
Clock inverter: 2 / 13.8 / 0.146
Sequential cell: 42 / 1050 / 11.1
Tap cell: 172 / 215 / 2.28
==> logic make-up (layout without fill, tap and decap cells) <==
| kind of cell | count (synthesis) | in the layout | synth area share, % |
|---|---|---|---|
| AND/OR/NAND/NOR | 238 | 238 | 21.1 |
| XOR/XNOR | 50 | 50 | 9.28 |
| AND-OR/OR-AND | 203 | 203 | 26.3 |
| flip-flops | 42 | 42 | 20.0 |
| buffers and inverters | 71 | 439 | 5.35 |
| adder cells (fa/ha/maj) | 50 | 50 | 12.5 |
| multiplexers | 27 | 27 | 5.44 |
==> metal layers <==
metal | vias up | track usage [%]
met5 | - | 0
met4 | 0 | 4.70
met3 | 26 | 4.86
met2 | 272 | 48.4
met1 | 3229 | 47.8
li1 | 3227 | -
==> cells in the mapped netlist (4+ instances only) <==
| master | number | area share, % |
|---|---|---|
| o221ai_1 | 5 | 0.84 |
| ha_1 | 46 | 11 |
| nand2_1 | 75 | 5.4 |
| nor3_1 | 18 | 1.7 |
| inv_1 | 41 | 2.9 |
| o211ai_1 | 10 | 1.4 |
| xor2_1 | 17 | 2.8 |
| fa_1 | 4 | 1.5 |
| a21oi_1 | 50 | 4.8 |
| a21o_1 | 15 | 2.1 |
| buf_2 | 8 | 0.76 |
| and2_1 | 4 | 0.48 |
| mux2i_1 | 19 | 3.6 |
| a211oi_1 | 7 | 1.0 |
| nand3_1 | 25 | 2.4 |
| mux2_2 | 6 | 1.3 |
| xnor2_1 | 28 | 4.7 |
| o21ai_0 | 37 | 3.5 |
| o22ai_1 | 13 | 1.6 |
| a221oi_1 | 8 | 1.3 |
| nor2_1 | 71 | 5.1 |
| a31oi_1 | 10 | 1.2 |
| nor4_1 | 4 | 0.48 |
| dfrtp_1 | 42 | 20 |
| nand4_1 | 8 | 0.95 |
| o21a_1 | 5 | 0.72 |
| o21ai_1 | 5 | 0.48 |
| and3_1 | 7 | 0.84 |
| clkbuf_1 | 19 | 1.4 |
| or3_1 | 5 | 0.60 |
==> worst max-delay path by stage <==
stage / end / depth (start not counted) / start
CTS: result_r[5]$_DFF_PN0_ / 45 / num2[4]
global route: result_r[8]$_DFF_PN0_ / 49 / num2[11]
finish: result_r[0]$_DFF_PN0_ / 48 / num2[12]
==> registers in the layout (all words and copies together) (netlist names) <==
name / flops
precisionLost: 1
nan_r: 1
overflow: 1
NaN: 1
zero_r: 1
precisionLost_r: 1
valid_r1: 1
result_r: 16
valid_out: 1
overflow_r: 1
result: 16
zero: 1
==> where the power goes <==
| group | total (mW) | switching [mW] | internal (mW) | leakage (nW) |
|---|---|---|---|---|
| Clock | 1.54 | 0.621 | 0.924 | 0.0708 |
| Sequential | 2.47 | 0.155 | 2.31 | 0.516 |
| Combinational | 19.9 | 10.0 | 9.86 | 3.84 |
| Total | 23.9 | 10.8 | 13.1 | 4.43 |
==> through the flow <==
stage,hold WS [ns],std cells,power [mW],setup WS (ns),area [um2]
4_1_cts,0.347,1203,22.3,-6.67,9020
6_report,0.343,1221,23.9,-6.80,9430
2_1_floorplan,-0.0956,681,11.6,-7.51,5500
3_5_place_dp,0.0885,1149,19.5,-7.69,8130
3_3_place_gp,0.0854,1149,19.5,-7.52,8130
5_1_grt,0.351,1221,25.4,-7.16,9430
==> timing repair <==
action	CTS	global route
gates resized	303	79
endpoints found under the setup margin	41	20
hold endpoints to repair	11	0
gates cloned	0	1
pin swaps	64	49
buffers inserted	46	21
hold buffers	2	0
No activity file was given, so power comes from the tool's default toggle rates.
