--- design/flow/design.v ---
module float_adder(num1, num2, result, overflow, zero, NaN, precisionLost);
  input [15:0] num1, num2;
  output [15:0] result;
  output overflow;  
  output zero;  
  output NaN;  
  output reg precisionLost;
  reg [15:0] bigNum, smallNum;  
  wire [9:0] big_fra, small_fra;  
  wire [4:0] big_ex_pre, small_ex_pre;
  wire [4:0] big_ex, small_ex;  
  wire big_sig, small_sig;  
  wire [10:0] big_float, small_float;  
  reg [10:0] sign_small_float, shifted_small_float;  
  wire [4:0] ex_diff;  
  reg [9:0] sum_shifted;  
  reg [3:0] shift_am;
  wire neg_exp;
  reg [9:0] small_extension;
  wire [9:0] sum_extension;
  wire [10:0] sum;  
  wire sum_carry;
  wire sameSign;
  wire zeroSmall;
  wire inf_num;  
  wire [4:0] res_exp_same_s, res_exp_diff_s;
  assign zero = (num1[14:0] == num2[14:0]) & (~num1[15] == num2[15]);
  assign overflow = ((&big_ex[4:1] & ~big_ex[0]) & sum_carry & sameSign) | inf_num;
  assign NaN = (&num1[14:10] & |num1[9:0]) | (&num2[14:10] & |num2[9:0]);
  assign inf_num = (&num1[14:10] & ~|num1[9:0]) | (&num2[14:10] & ~|num2[9:0]);  
  assign result[15] = big_sig;  
  assign res_exp_same_s = big_ex + {4'd0, (~zeroSmall & sum_carry & sameSign)} - {4'd0,({1'b0,result[9:0]} == sum)};
  assign res_exp_diff_s = (neg_exp | (shift_am == 4'd10)) ? 5'd0 : (~shift_am + big_ex + 5'd1);
  assign result[14:10] = ((sameSign) ? res_exp_same_s : res_exp_diff_s) | {5{overflow}};  
  assign result[9:0] = ((zeroSmall) ? big_fra : ((sameSign) ? ((sum_carry) ? sum[10:1] : sum[9:0]) : ((neg_exp) ? 10'd0 : sum_shifted))) & {10{~overflow}};
  assign {big_sig, big_ex_pre, big_fra} = bigNum;
  assign {small_sig, small_ex_pre, small_fra} = smallNum;
  assign sameSign = (big_sig == small_sig);
  assign zeroSmall = ~(|small_ex | |small_fra);
  assign big_ex = big_ex_pre + {4'd0, ~|big_ex_pre};
  assign small_ex = small_ex_pre + {4'd0, ~|small_ex_pre};
  assign big_float = {|big_ex_pre, big_fra};
  assign small_float = {|small_ex_pre, small_fra};
  assign ex_diff = big_ex - small_ex;  
  assign {sum_carry, sum} = sign_small_float + big_float;  
  assign sum_extension = small_extension;
  assign neg_exp = (big_ex < shift_am);
  always@*
    begin
      casex(sum)
        11'b1xxxxxxxxxx: shift_am = 4'd0;
        11'b01xxxxxxxxx: shift_am = 4'd1;
        11'b001xxxxxxxx: shift_am = 4'd2;
        11'b0001xxxxxxx: shift_am = 4'd3;
        11'b00001xxxxxx: shift_am = 4'd4;
        11'b000001xxxxx: shift_am = 4'd5;
        11'b0000001xxxx: shift_am = 4'd6;
        11'b00000001xxx: shift_am = 4'd7;
        11'b000000001xx: shift_am = 4'd8;
        11'b0000000001x: shift_am = 4'd9;
        default: shift_am = 4'd10;
      endcase
    end
  always@* 
    begin
      case (shift_am)
        4'd0: sum_shifted =  sum[9:0];
        4'd1: sum_shifted = {sum[8:0],sum_extension[9]};
        4'd2: sum_shifted = {sum[7:0],sum_extension[9:8]};
        4'd3: sum_shifted = {sum[6:0],sum_extension[9:7]};
        4'd4: sum_shifted = {sum[5:0],sum_extension[9:6]};
        4'd5: sum_shifted = {sum[4:0],sum_extension[9:5]};
        4'd6: sum_shifted = {sum[3:0],sum_extension[9:4]};
        4'd7: sum_shifted = {sum[2:0],sum_extension[9:3]};
        4'd8: sum_shifted = {sum[1:0],sum_extension[9:2]};
        4'd9: sum_shifted = {sum[0],  sum_extension[9:1]};
        default: sum_shifted = sum_extension;
      endcase
      case (shift_am)
        4'd0: precisionLost = |sum_extension;
        4'd1: precisionLost = |sum_extension[8:0];
        4'd2: precisionLost = |sum_extension[7:0];
        4'd3: precisionLost = |sum_extension[6:0];
        4'd4: precisionLost = |sum_extension[5:0];
        4'd5: precisionLost = |sum_extension[4:0];
        4'd6: precisionLost = |sum_extension[3:0];
        4'd7: precisionLost = |sum_extension[2:0];
        4'd8: precisionLost = |sum_extension[1:0];
        4'd9: precisionLost = |sum_extension[0];
        default: precisionLost = 1'b0;
      endcase
    end
  always@* 
    begin
      case (ex_diff)
        5'h0: {shifted_small_float,small_extension} = {small_float,10'd0};
        5'h1: {shifted_small_float,small_extension} = {small_float,9'd0};
        5'h2: {shifted_small_float,small_extension} = {small_float,8'd0};
        5'h3: {shifted_small_float,small_extension} = {small_float,7'd0};
        5'h4: {shifted_small_float,small_extension} = {small_float,6'd0};
        5'h5: {shifted_small_float,small_extension} = {small_float,5'd0};
        5'h6: {shifted_small_float,small_extension} = {small_float,4'd0};
        5'h7: {shifted_small_float,small_extension} = {small_float,3'd0};
        5'h8: {shifted_small_float,small_extension} = {small_float,2'd0};
        5'h9: {shifted_small_float,small_extension} = {small_float,1'd0};
        5'ha: {shifted_small_float,small_extension} = small_float;
        5'hb: {shifted_small_float,small_extension} = small_float[10:1];
        5'hc: {shifted_small_float,small_extension} = small_float[10:2];
        5'hd: {shifted_small_float,small_extension} = small_float[10:3];
        5'he: {shifted_small_float,small_extension} = small_float[10:4];
        5'hf: {shifted_small_float,small_extension} = small_float[10:5];
        5'h10: {shifted_small_float,small_extension} = small_float[10:5];
        5'h11: {shifted_small_float,small_extension} = small_float[10:6];
        5'h12: {shifted_small_float,small_extension} = small_float[10:7];
        5'h13: {shifted_small_float,small_extension} = small_float[10:8];
        5'h14: {shifted_small_float,small_extension} = small_float[10:9];
        5'h15: {shifted_small_float,small_extension} = small_float[10];
        5'h16: {shifted_small_float,small_extension} = 0;
      endcase
    end
  always@*  
    begin
      if(sameSign)
        begin
          sign_small_float = shifted_small_float;
        end
      else
        begin
          sign_small_float = ~shifted_small_float + 11'b1;
        end
    end
  always@*  
    begin
      if(num2[14:10] > num1[14:10])
        begin
          bigNum = num2;
          smallNum = num1;
        end
      else if(num2[14:10] == num1[14:10])
        begin
          if(num2[9:0] > num1[9:0])
            begin
              bigNum = num2;
              smallNum = num1;
            end
          else
            begin
              bigNum = num1;
              smallNum = num2;
            end
        end
      else
        begin
          bigNum = num1;
          smallNum = num2;
        end
    end
endmodule
--- design/flow/config.mk ---
export PLATFORM = sky130hd
export DESIGN_NAME = float_adder
export DESIGN_NICKNAME = float_adder
export VERILOG_FILES = /design/flow/design.v
export SDC_FILE = /design/flow/constraint.sdc
export NUM_CORES = 4
export LEC_CHECK = 1
export CORE_UTILIZATION = 30
--- design/flow/constraint.sdc ---
current_design float_adder

set clk_period 33.3
set clk_io_pct 0.2

create_clock -name clk0 -period $clk_period

set non_clock_inputs [all_inputs -no_clocks]
set_input_delay [expr $clk_period * $clk_io_pct] -clock clk0 $non_clock_inputs
set_output_delay [expr $clk_period * $clk_io_pct] -clock clk0 [all_outputs]
--- design/flow/run.sh ---
#!/bin/bash
# OpenROAD 26Q1-2900-gdf79404cd8, Yosys 0.63+post, stock flow scripts
make -C /OpenROAD-flow-scripts/flow DESIGN_CONFIG=/design/flow/config.mk WORK_HOME=/design/flow/orfs finish
==> run notes <==
Implementation numbers.

- The flow ran to the end, and the final reports show no timing, DRC or antenna violations.
- The final non-filler cell area is about 7100 sq um.
- For this sky-water flow run, the detailed-routed wirelength per cell is reported as approximately 20 um.
- The number of core rows is approximately 52.
- The total wirelength of the detailed-routed design is 25000 um.
- Endpoints failing hold in the final report were tallied at 0.
- The post-cts hold-fix buffer tally is 0.
- The global-route congestion overflow total is 0.
- The share of the cycle needed by the critical path after routing is 0.685.
- Detailed placement finished with a half-perimeter wire length of ~19000 um.
- For reference, the final report shows the max-slew violation count at 0.
- The cell type with the highest aggregate area in the netlist is sky130_fd_sc_hd__ha_1.
- RePlAce ended its routability-driven mode at a weighted congestion of between 1 and 1.5.
- The area share of the largest cell type after synthesis is 0.0893.
- The core area is between 20000 and 25000 sq um.
- Data arrives at the worst endpoint at between 15000 and 20000 ps.
- For this run, the detailed router reports a per-instance via density of approximately 6.2.
- Setup repair after global routing left no endpoint under its margin.
- Warnings reported by Yosys during synthesis add up to 1.
- Setup violations remaining at the end of the flow were counted as 0.
- The maximum number of pins on one net before global-route repair is 48.
- The power report puts the leakage power at 2.80 nW.
- The number of setup buffers added after CTS is 0.
- The critical path's top delay family is AND-OR/OR-AND gates.
- For this run, asynchronously set or reset flops after synthesis account for 0.
- In the post-synthesis netlist, the biggest area contributors are sky130_fd_sc_hd__ha_1 (8.9%), sky130_fd_sc_hd__nand2_1 (6.1%), sky130_fd_sc_hd__nor2_1 (5.6%), sky130_fd_sc_hd__o22ai_1 (5.5%), sky130_fd_sc_hd__mux2i_1 (5.4%).
- The critical path endpoint has a required time of ~27000 ps.
- The count of routing violations after the opening detailed-route iteration is 799.
- The initial antenna violation count is 0.
- The combined global-route utilization of all metal layers is 0.230.
- The count of unclocked register or latch pins is 21.
- The count of flip-flops with a built-in enable after synthesis is 0.
- Note that the worst hold path type here is in2out.
- The share of total power dissipated in sequential elements is 0.040.
- The internal power contribution is 0.337 mW.
- The startpoint class of the critical path is a primary input.
- The final power report lists total power as between 0.8 and 0.9 mW.
- The cell count in the Yosys report is ~940.
- The routed via count is 7611.
- The number of unconstrained endpoints is 21.
- The number of search-and-repair iterations in the first detailed-routing pass is 5.
- The report lists the power per cell area as around 120 nW/um^2.
- Per the synth log, the flip-flop and latch total comes to 21.
- In the final timing run, aggregate negative setup slack is 0 ps.
- The final design utilization is 0.348.
- The die area is around 22000 sq um.
- The synthesized netlist contains roughly 92 unique library cells.
- The quantity of I/O buffers inserted on ports is about 52.
- The count of pins on the block boundary is around 52.
- Summed over all nets, the switching power comes to ~0.53 mW.
- The worst VDD IR drop from the latest analysis is about 53 uV.
- The endpoint kind of the worst setup timing path is an output pin.
- In the routed design, unresolved DRC markers number 0.
- The worst path needs approximately 23000 ps of the cycle, external delays included.
- The OpenROAD warning count is 33.
- The wire length of the first global-routing pass is approximately 40000 um.
- The cell with the most instances on the worst path is sky130_fd_sc_hd__ha_1.
- The delay of the slowest cell on the worst path is 670 ps.
- The category of the critical setup timing path is in2out.
- Per the STA report, the cell with the highest stage delay on the worst path is sky130_fd_sc_hd__and3_1.
- The via count of the first global-routing pass was slightly below 7k.
- The layout summary lists the proportion of cells stronger than drive strength 1 as 0.0791.
- For this run, the script counts the antenna cells in the layout as 0.
- Per the synth stats, the flop cell with the highest instance count is sky130_fd_sc_hd__dlxtn_1.
- Of the total power, the share spent switching nets is 0.612.
- The portion of total power attributed to combinational logic is 0.960.
- In this run, post-CTS repair resized a total of 0 instances.
- The number of maximum-capacitance constraint violations is 0.
- The pin closest to its max-slew limit shows a slew of approximately 920 ps.
- The residual antenna-violating net count after detailed routing is 0.
- The cell area after technology mapping is between 6000 and 7000 sq um.
- The floorplan step set the die height to roughly 150 um.
- In the synthesis report, Yosys lists the chip area as about 6300 sq um.
- Relative to the synthesized area, the layout overhead comes to 12.6%.
- The largest fanout on the critical path is 47.
- The floorplan-stage core utilization is 0.309.
- The worst pin sits at a relative slew slack of 0.383.
- The average cell area after synthesis is 6.69 sq um.
- The maximum clock frequency is around 44 MHz.
- Measured along the x axis, the die boundary spans ~150 um.
- The count of mapped cells out of synthesis is approximately 940.
- The instance area after placement is approximately 7100 sq um.
- The critical path contains buffers and inverters numbering 7 combined.
- The relative contribution of the clock network to total power is 0.
==> path summary, 6_finish.rpt <==
check | start | to | cells after the start | slack (ps)
max | num1[9] | result[14] | 36 | 10500
min | num1[15] | result[15] | 3 | 14460
==> cell families (layout without fill, tap and decap cells) <==
logic type / Yosys count / after routing / share of synthesized area
xor+xnor: 44 / 44 / 0.0664
mux: 46 / 46 / 0.0777
buf+inv: 120 / 138 / 0.0823
simple gates: 328 / 328 / 0.242
compound gates: 335 / 335 / 0.380
fa+ha+maj: 49 / 49 / 0.102
latches: 21 / 21 / 0.0500
==> cell usage in the layout (no fill, tap or decap), drive strengths merged, types with 7 or more instances in the layout <==
cell type,netlist,routed
or3,7,7
xnor2,27,27
mux2i,34,34
inv,52,52
nor2,96,96
a221oi,9,9
buf,28,34
nor4,10,10
a21oi,63,63
a211oi,13,13
clkdlybuf4s50,0,52
o21ai,50,50
o211ai,13,13
xor2,17,17
a31oi,18,18
ha,45,45
nand2,103,103
a21o,12,12
nand2b,12,12
o2111ai,7,7
a2111oi,9,9
nand4,9,9
o221ai,12,12
mux2,11,11
o22ai,55,55
o21a,7,7
dlxtn,21,21
nand3,38,38
nor3,31,31
==> synth_stat cells, types with 13 or more instances <==
cell / instances
sky130_fd_sc_hd__nand2_1: 102
sky130_fd_sc_hd__nor2_1: 94
sky130_fd_sc_hd__a21oi_1: 63
sky130_fd_sc_hd__o22ai_1: 55
sky130_fd_sc_hd__inv_1: 50
sky130_fd_sc_hd__ha_1: 45
sky130_fd_sc_hd__o21ai_0: 43
sky130_fd_sc_hd__clkbuf_1: 40
sky130_fd_sc_hd__nand3_1: 38
sky130_fd_sc_hd__mux2i_1: 34
sky130_fd_sc_hd__nor3_1: 29
sky130_fd_sc_hd__xnor2_1: 24
sky130_fd_sc_hd__dlxtn_1: 21
sky130_fd_sc_hd__a31oi_1: 17
sky130_fd_sc_hd__xor2_1: 17
sky130_fd_sc_hd__buf_2: 16
sky130_fd_sc_hd__o211ai_1: 13
==> power groups by stage <==
stage / sequential, mW / combinational (mW) / clock, mW
final: 0.0344 / 0.834 / 0
after global routing: 0.0348 / 0.895 / 0
after CTS: 0.0332 / 0.810 / 0
==> registers in the layout (all words and copies together), names as in the netlist <==
| register | count |
|---|---|
| shifted_small_float | 11 |
| small_extension | 10 |
==> stage by stage <==
stage / hold WS [ps] / worst slack, ps / instances
after floorplan: 13420 / 12310 / 943
after global placement: 14470 / 10720 / 1231
after detailed placement: 14470 / 10620 / 1231
after CTS: 14470 / 10600 / 1231
after global routing: 14490 / 9970 / 1231
final: 14460 / 10500 / 1231
==> area by class of cell <==
cell class	instances	area [sq um]
multi-input cells	802	5480
fillers	2206	13300
repair buffers	86	776
flip-flops and latches	21	315
well taps	270	338
inverters	52	195
==> routing by layer <==
layer | GRT usage | vias up | share of wire
met1 | 0.334 | 3474 | 0.44
met3 | 0.0339 | 76 | 0.096
li1 | - | 3612 | -
met4 | 0.0773 | 0 | 0.037
met2 | 0.349 | 449 | 0.43
met5 | 0 | - | 0
Power figures rest on the tool's default switching activity, not on a simulated workload.
