<file path="flow/config.mk">
export PLATFORM = sky130hd
export DESIGN_NAME = float_multi
export DESIGN_NICKNAME = float_multi
export VERILOG_FILES = /design/flow/design.v
export SDC_FILE = /design/flow/constraint.sdc
export NUM_CORES = 4
export LEC_CHECK = 1
export CORE_UTILIZATION = 30
</file>
<file path="flow/constraint.sdc">
current_design float_multi

set clk_period 33.9
set clk_io_pct 0.2

create_clock -name clk0 -period $clk_period

set non_clock_inputs [all_inputs -no_clocks]
set_input_delay [expr $clk_period * $clk_io_pct] -clock clk0 $non_clock_inputs
set_output_delay [expr $clk_period * $clk_io_pct] -clock clk0 [all_outputs]
</file>
<file path="flow/design.v">
module float_multi(num1, num2, result, overflow, zero, NaN, precisionLost);
  input [15:0] num1, num2;
  output [15:0] result;
  output overflow; 
  output zero;  
  output NaN;  
  output precisionLost;
  wire sign1, sign2, signR;  
  wire [4:0] ex1, ex2, exR;  
  wire [4:0] ex1_pre, ex2_pre, exR_calc;  
  reg [4:0] exSubCor;
  wire [4:0] exSum_fault;
  wire ex_cannot_correct;
  wire [9:0] fra1, fra2, fraR;  
  reg [9:0] fraSub, fraSub_corrected;
  wire [20:0] float1;
  wire [10:0] float2;
  wire exSum_sign;
  wire [6:0] exSum;
  wire [5:0] exSum_prebais, exSum_abs;  
  wire [11:0] float_res, float_res_preround;  
  wire [9:0] float_res_fra;
  wire [9:0] dump_res;  
  reg [21:0] res_full;
  wire [21:0] res_full_preshift;
  reg [20:0] mid[10:0];
  wire inf_num;  
  wire subNormal;
  wire zero_num_in, zero_calculated;
  assign zero_num_in = ~(|num1[14:0] & |num2[14:0]);
  assign zero_calculated = (subNormal & (fraSub == 10'd0)) | (exSum_sign & (~|res_full[20:11]));
  assign ex_cannot_correct = {1'b0,exSubCor} > exSum_abs;  
  assign zero = zero_num_in | zero_calculated;
  assign NaN = (&num1[14:10] & |num1[9:0]) | (&num2[14:10] & |num2[9:0]);
  assign inf_num = (&num1[14:10] & ~|num1[9:0]) | (&num2[14:10] & ~|num2[9:0]);  
  assign overflow = inf_num | (~exSum[6] & exSum[5]);
  assign subNormal = ~|float_res[11:10];
  assign precisionLost = |dump_res | (exSum_prebais < 6'd15);
  assign {sign1, ex1_pre, fra1} = num1;
  assign {sign2, ex2_pre, fra2} = num2;
  assign ex1 = ex1_pre + {4'd0, ~|ex1_pre};
  assign ex2 = ex2_pre + {4'd0, ~|ex2_pre};
  assign result = {signR, exR, fraR};
  assign exSum = exSum_prebais - 7'd15;
  assign exSum_prebais = {1'b0,ex1} + {1'b0,ex2};
  assign exSum_abs = (exSum_sign) ? (~exSum[5:0] + 6'd1) : exSum[5:0];
  assign exSum_sign = exSum[6];
  assign float1 = {|ex1_pre, fra1, 10'd0};
  assign float2 = {|ex2_pre, fra2};
  assign signR = (sign1 ^ sign2);
  assign exR_calc = exSum[4:0] + {4'd0, float_res[11]} + (~exSubCor & {5{subNormal}}) + {4'd0, subNormal};
  assign exR = (exR_calc | {5{overflow}}) & {5{~(zero | exSum_sign | ex_cannot_correct)}};
  assign fraR = ((exSum_sign) ? res_full[20:11] :((subNormal) ? fraSub_corrected : float_res_fra)) & {10{~(zero | overflow)}} ;
  assign float_res_fra = (float_res[11]) ? float_res[10:1] : float_res[9:0];
  assign float_res = float_res_preround + {10'd0,dump_res[9]};  
  assign {float_res_preround, dump_res} = res_full_preshift;
  assign res_full_preshift = mid[0] + mid[1] + mid[2] + mid[3] + mid[4] + mid[5] + mid[6] + mid[7] + mid[8] + mid[9] + mid[10];
  assign exSum_fault = exSubCor - exSum_abs[4:0];
  always@*
    begin
      if(exSum_sign)
        case(exSum_abs)
          6'h0: res_full = res_full_preshift;
          6'h1: res_full = (res_full_preshift >> 1);
          6'h2: res_full = (res_full_preshift >> 2);
          6'h3: res_full = (res_full_preshift >> 3);
          6'h4: res_full = (res_full_preshift >> 4);
          6'h5: res_full = (res_full_preshift >> 5);
          6'h6: res_full = (res_full_preshift >> 6);
          6'h7: res_full = (res_full_preshift >> 7);
          6'h8: res_full = (res_full_preshift >> 8);
          6'h9: res_full = (res_full_preshift >> 9);
          6'ha: res_full = (res_full_preshift >> 10);
          6'hb: res_full = (res_full_preshift >> 11);
          6'hc: res_full = (res_full_preshift >> 12);
          6'hd: res_full = (res_full_preshift >> 13);
          6'he: res_full = (res_full_preshift >> 14);
          6'hf: res_full = (res_full_preshift >> 15);
          default: res_full = (res_full_preshift >> 16);
        endcase
      else
        res_full = res_full_preshift;
    end
  always@*
    begin
      if(ex_cannot_correct)
        case(exSum_fault)
          5'h0: fraSub_corrected = fraSub;
          5'h1: fraSub_corrected = (fraSub >> 1);
          5'h2: fraSub_corrected = (fraSub >> 2);
          5'h3: fraSub_corrected = (fraSub >> 3);
          5'h4: fraSub_corrected = (fraSub >> 4);
          5'h5: fraSub_corrected = (fraSub >> 5);
          5'h6: fraSub_corrected = (fraSub >> 6);
          5'h7: fraSub_corrected = (fraSub >> 7);
          5'h8: fraSub_corrected = (fraSub >> 8);
          5'h9: fraSub_corrected = (fraSub >> 9);
          default: fraSub_corrected = 10'h0;
        endcase
      else
        fraSub_corrected = fraSub;
    end
  always@*  
    begin
      mid[0] = (float1 >> 10) & {21{float2[0]}};
      mid[1] = (float1 >> 9)  & {21{float2[1]}};
      mid[2] = (float1 >> 8)  & {21{float2[2]}};
      mid[3] = (float1 >> 7)  & {21{float2[3]}};
      mid[4] = (float1 >> 6)  & {21{float2[4]}};
      mid[5] = (float1 >> 5)  & {21{float2[5]}};
      mid[6] = (float1 >> 4)  & {21{float2[6]}};
      mid[7] = (float1 >> 3)  & {21{float2[7]}};
      mid[8] = (float1 >> 2)  & {21{float2[8]}};
      mid[9] = (float1 >> 1)  & {21{float2[9]}};
      mid[10] = float1        & {21{float2[10]}};
    end
  always@*
    begin
      casex(res_full)
        22'b001xxxxxxxxxxxxxxxxxxx:
          begin
            fraSub = res_full[18:9];
          end
        22'b0001xxxxxxxxxxxxxxxxxx:
          begin
            fraSub = res_full[17:8];
          end
        22'b00001xxxxxxxxxxxxxxxxx:
          begin
            fraSub = res_full[16:7];
          end
        22'b000001xxxxxxxxxxxxxxxx:
          begin
            fraSub = res_full[15:6];
          end
        22'b0000001xxxxxxxxxxxxxxx:
          begin
            fraSub = res_full[14:5];
          end
        22'b00000001xxxxxxxxxxxxxx:
          begin
            fraSub = res_full[13:4];
          end
        22'b000000001xxxxxxxxxxxxx:
          begin
            fraSub = res_full[12:3];
          end
        22'b0000000001xxxxxxxxxxxx:
          begin
            fraSub = res_full[11:2];
          end
        22'b00000000001xxxxxxxxxxx:
          begin
            fraSub = res_full[10:1];
          end
        22'b000000000001xxxxxxxxxx:
          begin
            fraSub = res_full[9:0];
          end
        22'b0000000000001xxxxxxxxx:
          begin
            fraSub = {res_full[8:0], 1'd0};
          end
        22'b00000000000001xxxxxxxx:
          begin
            fraSub = {res_full[7:0], 2'd0};
          end
        22'b000000000000001xxxxxxx:
          begin
            fraSub = {res_full[6:0], 3'd0};
          end
        22'b0000000000000001xxxxxx:
          begin
            fraSub = {res_full[5:0], 4'd0};
          end
        22'b00000000000000001xxxxx:
          begin
            fraSub = {res_full[4:0], 5'd0};
          end
        22'b000000000000000001xxxx:
          begin
            fraSub = {res_full[3:0], 6'd0};
          end
        22'b0000000000000000001xxx:
          begin
            fraSub = {res_full[2:0], 7'd0};
          end
        22'b00000000000000000001xx:
          begin
            fraSub = {res_full[1:0], 8'd0};
          end
        22'b000000000000000000001x:
          begin
            fraSub = {res_full[0], 9'd0};
          end
        default:
          begin
            fraSub = 10'd0;
          end
      endcase
    end
  always@*
    begin
      casex(res_full)
        22'b001xxxxxxxxxxxxxxxxxxx:
          begin
            exSubCor = 5'd1;
          end
        22'b0001xxxxxxxxxxxxxxxxxx:
          begin
            exSubCor = 5'd2;
          end
        22'b00001xxxxxxxxxxxxxxxxx:
          begin
            exSubCor = 5'd3;
          end
        22'b000001xxxxxxxxxxxxxxxx:
          begin
            exSubCor = 5'd4;
          end
        22'b0000001xxxxxxxxxxxxxxx:
          begin
            exSubCor = 5'd5;
          end
        22'b00000001xxxxxxxxxxxxxx:
          begin
            exSubCor = 5'd6;
          end
        22'b000000001xxxxxxxxxxxxx:
          begin
            exSubCor = 5'd7;
          end
        22'b0000000001xxxxxxxxxxxx:
          begin
            exSubCor = 5'd8;
          end
        22'b00000000001xxxxxxxxxxx:
          begin
            exSubCor = 5'd9;
          end
        22'b000000000001xxxxxxxxxx:
          begin
            exSubCor = 5'd10;
          end
        22'b0000000000001xxxxxxxxx:
          begin
            exSubCor = 5'd11;
          end
        22'b00000000000001xxxxxxxx:
          begin
            exSubCor = 5'd12;
          end
        22'b000000000000001xxxxxxx:
          begin
            exSubCor = 5'd13;
          end
        22'b0000000000000001xxxxxx:
          begin
            exSubCor = 5'd14;
          end
        22'b00000000000000001xxxxx:
          begin
            exSubCor = 5'd15;
          end
        22'b000000000000000001xxxx:
          begin
            exSubCor = 5'd16;
          end
        22'b0000000000000000001xxx:
          begin
            exSubCor = 5'd17;
          end
        22'b00000000000000000001xx:
          begin
            exSubCor = 5'd18;
          end
        22'b000000000000000000001x:
          begin
            exSubCor = 5'd19;
          end
        default:
          begin
            exSubCor = 5'd0;
          end
      endcase
    end
endmodule
</file>
<file path="flow/run.sh">
#!/bin/bash
# OpenROAD 26Q1-2900-gdf79404cd8, Yosys 0.63+post, stock flow scripts
make -C /OpenROAD-flow-scripts/flow DESIGN_CONFIG=/design/flow/config.mk WORK_HOME=/design/flow/orfs finish
</file>
==> results.tsv <==
metric	value	unit
io_pins	52	
crit_path_max_fanout	12	
finalWeightedCongestion	0.988	
timing.slew.headroom	23.4	%
fmax	38.9	MHz
min_period	25.74	ns
yosysSeqAreaShare	0	%
place_hpwl	31.9	mm
synth_cell_types	115	
vias	11917	
die_area	36400	sq um
io_buffers	52	
regArea	0	sq um
yosys_area	10700	sq um
worst_slew_pin_slew	1.14	ns
worst_setup_path_end_kind	primary output	
post_cts_buffers	0	
drcViolationCount	0	
hold_start	num1[15]	
slew_viol_final	0	
criticalPathCategory	primary input to primary output	
ys_cells	1478	
num_antenna_cells	0	
final_layout_size_suffix_gt1_share	7.73	%
routed_wl	41.5	mm
cap_violations	0	
cts_resized	0	
cpMostUsedCell	fa_1	
rows	68	
grt_pass1_wl	66.3	mm
grt_pass1_vias	11784	
core	34800	sq um
drt_iter0_drc	1544	
drtAntennaViolNets	0	
warnings	34	
die_y	191	um
outcome	completed	
clkbuf_count	0	
antenna_found_initial	0	
crit_slowest_cell	xnor2_1	
finalSetupViolCount	0	
finalWorstSetupSlack	8.16	ns
syn_inst	1478	
worstPathArrival	18.96	ns
synth_area	10700	sq um
synth_warnings	2	
die_w	191	um
start_kind	primary input	
area_growth	7.67	%
flops	0	
final_common_cell	nand2_1	
layout_top_cells	nand2_1 (168), inv_1 (113), nor2_1 (96), a21oi_1 (95), and2_1 (88)	
grt.overflow.total	0	
cp-startpoint	num1[12]	
viasPerCell	6.22	
syn_avg_cell_area	7.24	sq um
place_ws	8.49	ns
grt.total_usage	23.6	%
fin_setup_tns	0	ns
fill_cells	3671	
avgRoutedWirePerCell	21.6	um
hp-class	primary input to primary output	
grt_setup_unrepaired	no	
worstPathRequired	27.12	ns
finalHoldViolations	0	
cpPeakStageDelay	0.91	ns
dr.pass1.iters	6	
period_used_share	75.9	%
cts-hold-fix-buffers	0	
fp_util	30.7	%
grt_max_degree	37	
==> critical path, delay by kind of cell <==
family	cells	cell delay (ns)
AOI/OAI and AO/OA	12	3.33
and+or+nand+nor	14	3.30
adders and majority gates	8	3.21
xor gates and xnor gates	2	1.23
buffers and inverters	6	1.11
==> final cells by class <==
class / count / area [sq um] / area share [%]
timing repair buffer: 82 / 746 / 6.48
multi-input combinational: 1264 / 9770 / 84.8
tap: 455 / 569 / 4.94
inverter: 116 / 435 / 3.78
==> metal layers <==
layer / GRT usage (%) / wire length [um] / vias to the layer above / part of all wire (%)
li1: - / - / 5406 / -
met1: 33.1 / 17600 / 5661 / 42
met2: 35.5 / 17900 / 717 / 43
met3: 5.69 / 4220 / 133 / 10
met4: 8.65 / 1730 / 0 / 4.2
met5: 0 / 0 / - / 0
==> worst paths after layout <==
| path | depth (start not counted) | endpoint | slack [ns] |
|---|---|---|---|
| hold / removal | 3 | result[15] | 14.49 |
| setup / recovery | 42 | result[0] | 8.16 |
==> cell usage after synthesis (11+ instances only) <==
cell       count  area, sq um
clkbuf_1      53          199
a2111oi_0     11         96.3
and2_1        88          551
fa_1          87         1740
buf_2         18         90.1
a222oi_1      15          150
o31ai_1       13         97.6
o221ai_1      18          158
o21ai_0       47          235
a31oi_1       14         87.6
inv_1        113          424
nand4_1       12         75.1
a211oi_1      16          120
nand2b_1      18          113
nor4_1        24          150
and3_1        23          144
a21oi_1       95          475
nor2_1        96          360
a21o_1        14          105
xor2_1        13          114
o22ai_1       25          156
nor3_1        37          185
nand3_1       57          285
a22oi_1       19          143
xnor2_1       31          272
ha_1          79          988
nand2_1      168          631
==> stage by stage <==
step	hold slack [ns]	cells	utilization [%]	instance area, sq um
CTS	14.49	1917	33.1	11500
finish	14.49	1917	33.1	11500
global route	14.54	1917	33.1	11500
detailed placement	14.49	1917	33.1	11500
floorplan	13.68	1478	-	10700
global placement	14.48	1917	33.1	11500
==> cells by family (layout without fill, tap and decap cells) <==
kind of cell	Yosys count	count (layout)	synth area share (%)
AND/OR/NAND/NOR	592	592	28.7
multiplexers	12	12	1.23
buffers and inverters	214	198	8.77
adder cells (fa/ha/maj)	166	166	25.5
AND-OR/OR-AND	447	447	31.6
XOR/XNOR	47	47	4.16
